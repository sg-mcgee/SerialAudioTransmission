`design/flow/config.mk`:
```
export PLATFORM = sky130hd
export DESIGN_NAME = UART_TX
export DESIGN_NICKNAME = UART_TX
export VERILOG_FILES = /design/flow/design.v
export SDC_FILE = /design/flow/constraint.sdc
export NUM_CORES = 4
export LEC_CHECK = 1
export CORE_UTILIZATION = 30
```
`design/flow/constraint.sdc`:
```
current_design UART_TX

set clk_period 2.1
set clk_io_pct 0.2

create_clock -name clk0 -period $clk_period [get_ports {CLOCK_50}]

set non_clock_inputs [all_inputs -no_clocks]
set_input_delay [expr $clk_period * $clk_io_pct] -clock clk0 $non_clock_inputs
set_output_delay [expr $clk_period * $clk_io_pct] -clock clk0 [all_outputs]
```
`design/flow/design.v`:
```
`timescale 1ns/1ps
module PISO_ShiftRegister(
    input CLOCK_50,
    input [7:0] Parallel_Data,
    input Load_Parallel_Data,
    input Shift_Flag,
    input Reset,
    output wire Serial_Out
);
reg [7:0] Shift_Data;
reg [7:0] Load_Data;
assign Serial_Out = Shift_Data[0];
always @(posedge CLOCK_50) begin
    Load_Data <= Parallel_Data;
    casez ({Reset,Load_Parallel_Data,Shift_Flag})
        3'b1zz:
            Shift_Data <= 8'hff;  
        3'b01z:
            Shift_Data <= Load_Data;  
        3'b001:
            Shift_Data <= {1'b1,Shift_Data[7:1]};  
        default:
            Shift_Data <= Shift_Data;
    endcase
end
endmodule
`timescale 1ns/1ps
module Timer_2_17us(
    input CLOCK_50,
    input Reset,
    output reg Rollover
);
reg [10:0] Count;
always @(posedge CLOCK_50) begin
		Rollover <= 1'b0;
		if (Reset) begin
			Count <= 11'b0;
			Rollover <= 1'b0;
		end else if (Count >= 109) begin
			Rollover <= 1'b1;
			Count <= 11'b0;
		end else
			Count <= Count + 11'b1;
end
endmodule
`timescale 1ns/1ps
module UART_TX(
    input CLOCK_50,
    input Start_Flag,
    input [7:0] Input_Data,
    input Reset,
    output reg Serial_Data
);
reg [1:0] State;
reg [1:0] Next_State;
parameter sm_Stop_Bit = 2'b00;
parameter sm_Start_Bit = 2'b01;
parameter sm_No_Shift = 2'b10;
parameter sm_Yes_Shift = 2'b11;
reg [3:0] Shift_Count;
reg UART_Timer_Reset;
wire sm_Transition_Flag;
Timer_2_17us UART_Timer(  
    .CLOCK_50(CLOCK_50),
    .Reset(UART_Timer_Reset),
    .Rollover(sm_Transition_Flag)
);
wire Load_Parallel_Data;
reg Shift_Content_Flag;
wire [7:0] Shift_Register_Out;
reg Load_Data;
PISO_ShiftRegister TX_Shift_Register(
    .CLOCK_50(CLOCK_50),
    .Parallel_Data(Input_Data),
    .Load_Parallel_Data(Load_Data),
    .Shift_Flag(Shift_Content_Flag),
    .Reset(Reset),
    .Serial_Out(Shift_Register_Out)
);
always @(posedge CLOCK_50) begin
    State <= (Reset) ? sm_Stop_Bit : Next_State;  
end
always @(*) begin
    case(State)
        sm_Stop_Bit: Next_State = (Start_Flag) ? sm_Start_Bit : sm_Stop_Bit;  
        sm_Start_Bit: Next_State = (sm_Transition_Flag) ? sm_No_Shift : sm_Start_Bit;  
        sm_No_Shift: Next_State = (sm_Transition_Flag) ? sm_Yes_Shift : sm_No_Shift;  
        sm_Yes_Shift: Next_State = (Shift_Count <= 4'b1000) ? sm_No_Shift : sm_Stop_Bit;  
        default: Next_State = sm_Stop_Bit;
    endcase
end
always @(posedge CLOCK_50) begin
    case(State)
        sm_Yes_Shift: Shift_Count <= Shift_Count + 1;  
        sm_Stop_Bit: Shift_Count <= 4'b0000;  
        default: Shift_Count <= Shift_Count;  
    endcase
end
always @(*) begin
    case(State)
        sm_Stop_Bit: begin
            Serial_Data = 1'b1;
            UART_Timer_Reset = 1'b1;
            Shift_Content_Flag = 1'b0;
            Load_Data = 1'b0;
        end
        sm_Start_Bit: begin
            Serial_Data = 1'b0;
            UART_Timer_Reset = 1'b0;
            Shift_Content_Flag = 1'b0;
            Load_Data = 1'b1;
        end
        sm_Yes_Shift: begin
            Serial_Data = Shift_Register_Out[0];
            UART_Timer_Reset = 1'b0;
            Shift_Content_Flag = 1'b1;
            Load_Data = 1'b0;
        end
        sm_No_Shift: begin
            Serial_Data = Shift_Register_Out[0];
            UART_Timer_Reset = 1'b0;
            Shift_Content_Flag = 1'b0;
            Load_Data = 1'b0;
        end
        default: begin  
            Serial_Data = 1'b1;
            UART_Timer_Reset = 1'b0;
            Shift_Content_Flag = 1'b0;
            Load_Data = 1'b0;
        end
    endcase
end
endmodule
```
`design/flow/run.sh`:
```
#!/bin/bash
# OpenROAD 26Q1-2900-gdf79404cd8, Yosys 0.63+post, stock flow scripts
make -C /OpenROAD-flow-scripts/flow DESIGN_CONFIG=/design/flow/config.mk WORK_HOME=/design/flow/orfs finish
```
==> results.toml <==
# flow metrics
[cts]
cts_setup_buffers = 0
clk_pin_slew_ps = 60
post_cts_resized = 0
cts_sinks = 36
cts_buffers = 5
cts_tree = "built"
htree_levels = 2
clk_latency_ps = 280
clockBufferDepth = 2
hold_buffers = 0
clockRootBuffer = "clkbuf_8"

[flow_run]
max-cap-violations = 0
warning_count = 27

[sta]
rsz0062_at_grt = "no"
tightest_slew_ps = 489.2
fin_worst_skew_ps = 5.477
finalCritPeriodShare = 0.9163
min_period_ps = 1924
slew-limit-headroom = 0.6714
fmax_mhz = 519.7
slew_viol_final = 0
tns_ps = 0
hold_violations = 0
setup_violations = 0

[critical_path]
cp_data_required_time_ps = 1680
crit_path_top_delay_cell = "clkdlybuf4s50_1"
crit_type = "reg2out"
worstPathArrival_ps = 1500
crit_start = "State[3]$_DFF_P_"
reg2regPathDepth = 3
end_kind = "primary output"
crit_chain = "nor3_2 -> nand2b_1 -> clkdlybuf4s50_1"
critical-path-max-stage-delay_ps = 450
cp-start-kind = "flip-flop"
critPathMaxFanout = 9
worst_r2r_startpoint = "State[0]$_DFF_P_"

[pwr]
switching_power_w = 0.0002991
powerDensity_nw_per_um2 = 854.3
power.leakage_nw = 0.6195
comb_power_share = 0.072
ir_worst_vdd_v = 0.0003217
switching_share = 0.2041
p_int_w = 0.001166
p_clk_frac = 0.389
power.total_w = 0.001466
p_seq_frac = 0.539

[grt]
grt_use_met2 = 0.1207
grt_usage = 0.08725
grt_antenna_before_repair = 0
grt_max_degree = 12
grt_pass1_wl_um = 3443
grtUsageMet3 = 0.03757
use_met1 = 0.1292
busiest_layer = "met1"
first_global_vias = 822
overflow = 0

[logic_synthesis]
edf_count = 12
ys_cells = 122
ys_types = 31
synth_area_per_cell_um2 = 11.66
async_flop_share = 0
syn_inst = 122
ys_seq_elements = 36
syn_area_um2 = 1423
flop_cell = "dfxtp_1"
ys_area_um2 = 1423
ys_seq_share = 0.5910
yosysWarnings = 4

[drt]
drtPass1Iterations = 2
drtAntennaViolNets = 0
routed_wl_um = 2040
num_vias = 872
drt-vias-per-instance = 4.472
drtIter0Drc = 33
antenna_cells = 0
post-route-drc-count = 0
wl_per_cell_um = 10.46

[hold_path]
worstHoldStart = "UART_Timer.Rollover$_SDFF_PP0_"
hp-class = "reg2reg"
hold-path-cell-count = 2

[placed_design]
placed_cells = 187
place_congestion = 0.8232
io_buffers = 11
dpl.hpwl_um = 1397

[floorplanning]
die_h_um = 70.86
chipWidth_um = 70.86
core_um2 = 4444
die_area_um2 = 5021
ios = 12
row_count = 24
fp_util = 0.3201

[status]
status = "completed"

[final_layout]
fin_cells = 195
layout_top_cells = "24 x dfxtp_1, 12 x edfxtp_1, 11 x nand2_1, 11 x clkdlybuf4s50_1, 10 x inv_1"
area_growth_pct = 20.58
lay_top_count = "dfxtp_1"
fillers = 417
drive_above_1_share = 0.1329
## metrics by stage
| step | hold slack [ps] | worst slack [ps] | area [um^2] | utilization |
|---|---|---|---|---|
| floorplan | 440.3 | 683.9 | 1434 | - |
| global placement | 453.8 | 237.3 | 1609 | 0.3621 |
| detailed placement | 471.7 | 171.3 | 1609 | 0.3621 |
| CTS | 487.8 | 151.2 | 1715 | 0.3860 |
| global route | 491.0 | 82.14 | 1715 | 0.3860 |
| finish | 481.3 | 175.8 | 1715 | 0.3860 |
## power groups by stage
stage | sequential [W] | clock [W] | combinational, W
CTS | 0.000790 | 0.000584 | 0.000108
global route | 0.000795 | 0.000610 | 0.000119
finish | 0.000790 | 0.000570 | 0.000106
## layout make-up
type / count / area [um^2] / share of cell area
well taps: 52 / 65.06 / 0.03793
flip-flops and latches: 36 / 840.8 / 0.4902
multi-input cells: 76 / 540.5 / 0.3151
inverters: 10 / 37.54 / 0.02188
repair buffers: 13 / 125.1 / 0.07294
clock inverters: 3 / 37.54 / 0.02188
clock buffers: 5 / 68.82 / 0.04012
## per-layer routing
layer,wire (um),vias to the layer above,share of wire
li1,-,462,-
met1,983,381,0.48
met2,856,20,0.42
met3,133,9,0.065
met4,65,0,0.032
met5,0,-,0
## registers in the layout, summed over array words and instances, names as in the netlist
register                      flops
Shift_Count                       4
State                             4
TX_Shift_Register.Load_Data       8
TX_Shift_Register.Shift_Data      8
UART_Timer.Count                 11
UART_Timer.Rollover               1
## kinds of logic after synthesis
group                      share of synthesized area
adders and majority gates                    0.03518
and+or+nand+nor                               0.1785
xor gates and xnor gates                     0.03079
AOI/OAI and AO/OA                             0.1179
muxes                                       0.007036
buffers and inverters                        0.03694
DFF                                           0.5910
other                                       0.002636
## worst max-delay path: cells and delay by family (launching register included)
kind                   cells  cell delay [ps]
flip-flops                 1              410
AND/OR/NAND/NOR            2              370
buffers and inverters      1              450
## worst paths after layout
kind / end / slack (ps)
setup / recovery: Serial_Data / 180
setup reg to reg: TX_Shift_Register.Shift_Data[2]$_DFFE_PP_ / 680
hold / removal: State[3]$_DFF_P_ / 480
hold reg to reg: State[3]$_DFF_P_ / 480
## synthesized netlist by cell type, drive strengths merged, types with 3 or more instances
cell type / number / area (um^2)
ha: 4 / 50.05
o21ai: 3 / 15.01
edfxtp: 12 / 360.4
nor2: 3 / 11.26
nor2b: 4 / 25.02
a211oi: 3 / 32.53
nor3: 8 / 45.04
inv: 10 / 37.54
nand3: 5 / 25.02
nand2: 12 / 47.55
dfxtp: 24 / 480.5
nand2b: 4 / 25.02
o211ai: 7 / 52.55
xnor2: 3 / 26.28
Power and IR drop assume default switching activity.
