## flow/run.sh

```bash
#!/bin/bash
# OpenROAD 26Q1-2900-gdf79404cd8, Yosys 0.63+post, stock flow scripts
make -C /OpenROAD-flow-scripts/flow DESIGN_CONFIG=/design/flow/config.mk WORK_HOME=/design/flow/orfs finish
```

## flow/config.mk

```make
export PLATFORM = sky130hd
export DESIGN_NAME = UART_RX
export DESIGN_NICKNAME = UART_RX
export VERILOG_FILES = /design/flow/design.v
export SDC_FILE = /design/flow/constraint.sdc
export NUM_CORES = 4
export LEC_CHECK = 1
export CORE_AREA = 10 10 112 112
export DIE_AREA = 0 0 122 122
```

## flow/constraint.sdc

```tcl
current_design UART_RX

set clk_period 2.1
set clk_io_pct 0.2

create_clock -name clk0 -period $clk_period [get_ports {CLOCK_50}]

set non_clock_inputs [all_inputs -no_clocks]
set_input_delay [expr $clk_period * $clk_io_pct] -clock clk0 $non_clock_inputs
set_output_delay [expr $clk_period * $clk_io_pct] -clock clk0 [all_outputs]
```

## flow/design.v

```verilog
`timescale 1ns/1ps
module FallingEdgeDetector(
	input Signal,
	input CLOCK_50,
	output reg Edge
	);
	reg CurrentInput, OneClockDelay;
	always @(posedge CLOCK_50) begin
		CurrentInput <= Signal;
		OneClockDelay <= CurrentInput;
		Edge <= ((CurrentInput == 1'b0) && (OneClockDelay == 1'b1));
	end
endmodule
`timescale 1ns/1ps
module SIPO_ShiftRegister(
    input CLOCK_50,
    input Serial_Data,
    input Shift_Flag,
    input Reset,
    output reg [7:0] Parallel_Out
);
always @(posedge CLOCK_50) begin
    casez ({Reset,Shift_Flag})
        2'b1z:
            Parallel_Out <= 8'hff;  
        2'b01:
            Parallel_Out <= {Serial_Data, Parallel_Out[7:1]};  
        default:
            Parallel_Out <= Parallel_Out;  
    endcase
end
endmodule
`timescale 1ns/1ps
module Timer_1_08us(
    input CLOCK_50,
    input Reset,
    output reg Rollover
);
reg [10:0] Count;
always @(posedge CLOCK_50) begin
		Rollover <= 1'b0;
		if (Reset) begin
			Count <= 11'b0;
			Rollover <= 1'b0;
		end else if (Count >=54) begin
			Rollover <= 1'b1;
			Count <= 11'b0;
		end else
			Count <= Count + 11'b1;
end
endmodule
`timescale 1ns/1ps
module UART_RX(
    input CLOCK_50,
    input Serial_In,
    input Reset,
    output [7:0] Parallel_Out,
    output reg Finished_Flag
);
wire FallingEdge;
FallingEdgeDetector FallingEdgeDetector(
    .CLOCK_50(CLOCK_50),
    .Signal(Serial_In),
    .Edge(FallingEdge)
);
reg [1:0] State;
reg [1:0] Next_State;
parameter sm_Wait = 2'b00;
parameter sm_No_Sample_1 = 2'b01;
parameter sm_No_Sample_2 = 2'b10;
parameter sm_Sample = 2'b11;
reg [3:0] Sample_Count;
reg UART_Timer_Reset;
wire sm_Transition_Flag;
Timer_1_08us UART_Timer(
    .CLOCK_50(CLOCK_50),
    .Rollover(sm_Transition_Flag),
    .Reset(UART_Timer_Reset)
);
reg Shift_Content_Flag;
SIPO_ShiftRegister UART_RX_Reg(
    .CLOCK_50(CLOCK_50),
    .Serial_Data(Serial_In),
    .Shift_Flag(Shift_Content_Flag),
    .Reset(Reset),
    .Parallel_Out(Parallel_Out)
);
always @(posedge CLOCK_50) begin
    State <= (Reset) ? sm_Wait : Next_State;  
end
always @(*) begin
    case(State)
        sm_Wait: Next_State = (FallingEdge) ? sm_No_Sample_2 : sm_Wait;  
        sm_No_Sample_1: Next_State = (sm_Transition_Flag) ? sm_No_Sample_2 : sm_No_Sample_1;  
        sm_No_Sample_2: Next_State = (sm_Transition_Flag) ? sm_Sample : sm_No_Sample_2;  
        sm_Sample: Next_State = (Sample_Count <= 4'b0111) ? sm_No_Sample_1 : sm_Wait;  
        default: Next_State = sm_Wait;
    endcase
end
always @(posedge CLOCK_50) begin
    case(State)
        sm_Sample: Sample_Count <= Sample_Count + 1;  
        sm_Wait: Sample_Count <= 4'b0000;  
        default: Sample_Count <= Sample_Count;  
    endcase
end
always @(*) begin
    case(State)
        sm_Wait: begin
            Finished_Flag = 1'b1;
            UART_Timer_Reset = 1'b1;
            Shift_Content_Flag = 1'b0;
        end
        sm_No_Sample_1: begin
            Finished_Flag = 1'b0;
            UART_Timer_Reset = 1'b0;
            Shift_Content_Flag = 1'b0;
        end
        sm_No_Sample_2: begin
            Finished_Flag = 1'b0;
            UART_Timer_Reset = 1'b0;
            Shift_Content_Flag = 1'b0;
        end
        sm_Sample: begin
            Finished_Flag = 1'b0;
            UART_Timer_Reset = 1'b0;
            Shift_Content_Flag = 1'b1;
        end
        default: begin  
            Finished_Flag = 1'b0;
            UART_Timer_Reset = 1'b0;
            Shift_Content_Flag = 1'b0;
        end
    endcase
end
endmodule
```

==> impl_metrics.toml <==
# implementation run metrics
[setup_path]
crit_buf_inv = 2
crit_path_start_kind = "flip-flop"
required_ps = 1680
slowest_delay_ps = 480
crit_chain = "or3_1 > inv_1 > clkdlybuf4s50_1"
cp.arrival_ps = 1550
critPathKind = "reg2out"
crit_family = "buffers and inverters"
critPathSlowestCell = "clkdlybuf4s50_1"
crit_fanout = 6
r2r_cells = 3
cp.depth = 3
worst_setup_path_end_kind = "output pin"

[logic_synthesis]
common_cells = "19 x dfxtp_1, 12 x edfxtp_1, 10 x nand2b_1, 5 x nor2_1, 5 x nor3_2"
simple_gate_share_pct = 19.7
ys_warn_count = 4
area_leaders = "dfxtp_1 33%, edfxtp_1 32%, nand2b_1 5.5%, nor3_2 4.4%, ha_1 3.3%"
synth_area_leader_cell = "dfxtp_1"
yosys.area_share.adder_pct = 3.30
synth_top_area_share_pct = 33.5
ys_seq_share_pct = 65.2
synth_area_per_cell_sq_um = 12.8
aoi_share_pct = 4.74
ys_cells = 89
yosysMostFrequentCell = "dfxtp_1"
syn_area_sq_um = 1140
synthMuxAreaShare_pct = 0.881
ys_types = 24
synthCells = 89
ys_sh_xor_pct = 3.85
synthTopLogicFamily = "simple AND/OR/NAND/NOR gates"
ys_async_sr_fraction_pct = 0
edf_count = 12
yosys_area_sq_um = 1140
ys_ff = 31
synth_top_flop_cell = "dfxtp_1"

[clock_network]
postCtsSetupBuffers = 0
h-tree-depth = 2
clock_sinks = 31
clk_pin_slew_ps = 60
cts_tree = "built"
clockBufferDepth = 2
clk_latency_ps = 280
cts_made_buffers = 5
cts_root_buf = "clkbuf_8"
post_cts_resized = 0
hold_buffers = 0

[floorplanning]
core_util_floorplan_pct = 11.1
chipHeight_um = 122
dieArea_sq_um = 14900
floorplan.die.width_um = 122
ios = 12
row_count = 37
core_sq_um = 10200

[final_layout]
final_util_pct = 15.1
area_growth_pct = 35.6
fillerInstances = 1100
drive_above_1_share_pct = 16.1
stdcell_count = 248

[pwr]
irDropWorstVdd_uv = 228
power_leakage_uw = 0.000495
power_uw = 1240
p_per_area_nw_per_um2 = 806

[final_timing]
worst_pin_slew_ps = 666
finalSetupTns_ps = 0
setup_violations = 0
fmax_mhz = 508
rsz0062_at_grt = "false"
min_period_ps = 1970
holdWs_ps = 359
hold_viol_final = 0
drv_slew = 0
period_used_pct = 93.8
max_slew_margin_pct = 55.4
skew_ps = 5.57

[global_routing]
grt_pass1_vias = 637
grt_max_degree = 11
grt_antenna_before_repair = 0
grt_overflow_total = 0
track_usage_pct = 2.61
grt_pass1_wl_mm = 3.10

[route]
first_pass_iters = 2
routedWlPerCell_um = 7.41
drt_iter0_drc = 21
finalWirelength_mm = 1.84
vias_per_cell = 2.62
vias = 649
remaining_drc_errors = 0
ant_nets = 0
diodes = 0

[placed_design]
port_buffers = 11
numPlacedInstances = 240
gp_congestion = 0.704
hpwl_mm = 1.40

[run]
warning_count = 26
maxCapViolCount = 0

[worst_hold_path]
hold_path_class = "reg2reg"
hold_depth = 0

[run_status]
status = "completed"
## per-stage QoR
stage          cell area (sq um)  setup WS (ps)
2_1_floorplan               1150            650
6_report                    1540            130
4_1_cts                     1540           94.5
5_1_grt                     1540           55.4
3_5_place_dp                1430            399
3_3_place_gp                1430            392
## placed cells by master (no fill, tap or decap), drive strengths merged, types with 3 or more instances in the layout
master         count
nor3               6
inv                3
conb               5
nor2b              3
nand2b            10
or3                3
a21oi              3
ha                 3
xor2               3
clkbuf             7
dfxtp             19
nand3              3
clkdlybuf4s50     11
edfxtp            12
nor2               5
nand2              3
## cell type report
type	count	area (sq um)	area share, %
Timing Repair Buffer	12	118	7.64
Sequential cell	31	741	48.1
Clock inverter	1	5.00	0.325
Tap cell	136	170	11.0
Clock buffer	7	108	6.99
Multi-Input combinational cell	58	388	25.2
Inverter	3	11.3	0.731
## power breakdown
| part | switching, uW | total (uW) | internal (uW) |
|---|---|---|---|
| clock | 208 | 544 | 335 |
| combinational | 17.0 | 38.5 | 21.4 |
| sequential | 13.3 | 660 | 647 |
## cell families after synthesis
group,after synthesis
AOI/OAI and AO/OA,8
xor gates and xnor gates,5
adders and majority gates,3
buffers and inverters,4
DFF,31
muxes,1
other,1
and+or+nand+nor,36
## flip-flops by register name, summed over array words and instances, names as in the netlist
| signal | count |
|---|---|
| FallingEdgeDetector.Edge | 1 |
| FallingEdgeDetector.OneClockDelay | 1 |
| UART_Timer.Count | 11 |
| FallingEdgeDetector.CurrentInput | 1 |
| State | 4 |
| Sample_Count | 4 |
| UART_Timer.Rollover | 1 |
| UART_RX_Reg.Parallel_Out | 8 |
## metal layers
layer,up-vias,wire (um),GRT usage (%)
li1,342,-,-
met4,0,39,0.671
met3,4,89,1.13
met5,-,0,0
met1,294,817,3.11
met2,9,891,4.24
## path summary, 6_finish.rpt
check | startpoint | slack, ps | to
setup / recovery | State[3] | 130 | Finished_Flag
hold / removal | FallingEdgeDetector.CurrentInput | 360 | FallingEdgeDetector.OneClockDelay
setup reg to reg | UART_Timer.Count[6] | 560 | UART_Timer.Count[2]
hold reg to reg | FallingEdgeDetector.CurrentInput | 360 | FallingEdgeDetector.OneClockDelay
No activity file was given, so power comes from the tool's default toggle rates.
