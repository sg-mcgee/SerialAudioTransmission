## run.sh

```bash
#!/bin/bash
# OpenROAD 26Q1-2900-gdf79404cd8, Yosys 0.63+post, stock flow scripts
make -C /OpenROAD-flow-scripts/flow DESIGN_CONFIG=/design/flow/config.mk WORK_HOME=/design/flow/orfs finish
```

## config.mk

```make
export PLATFORM = sky130hd
export DESIGN_NAME = HEXDisplay
export DESIGN_NICKNAME = HEXDisplay
export VERILOG_FILES = /design/flow/design.v
export SDC_FILE = /design/flow/constraint.sdc
export NUM_CORES = 4
export LEC_CHECK = 1
export CORE_AREA = 10 10 70 70
export DIE_AREA = 0 0 80 80
```

## constraint.sdc

```tcl
current_design HEXDisplay

set clk_period 1.3
set clk_io_pct 0.2

create_clock -name clk0 -period $clk_period

set non_clock_inputs [all_inputs -no_clocks]
set_input_delay [expr $clk_period * $clk_io_pct] -clock clk0 $non_clock_inputs
set_output_delay [expr $clk_period * $clk_io_pct] -clock clk0 [all_outputs]
```

## design.v

```verilog
`timescale 1ns/1ps
module HEXDisplay(
	input [3:0] HexInput,
	output reg [7:0] DisplayOut
	);
	always @(*) begin
		case(HexInput)
			4'b0000: DisplayOut = ~8'b00111111;
			4'b0001: DisplayOut = ~8'b00000110;
			4'b0010: DisplayOut = ~8'b01011011;
			4'b0011: DisplayOut = ~8'b01001111;
			4'b0100: DisplayOut = ~8'b01100110;
			4'b0101: DisplayOut = ~8'b01101101;
			4'b0110: DisplayOut = ~8'b01111101;
			4'b0111: DisplayOut = ~8'b00000111;
			4'b1000: DisplayOut = ~8'b01111111;
			4'b1001: DisplayOut = ~8'b01100111;
			4'b1010: DisplayOut = ~8'b01110111;
			4'b1011: DisplayOut = ~8'b01111100;
			4'b1100: DisplayOut = ~8'b00111001;
			4'b1101: DisplayOut = ~8'b01011110;
			4'b1110: DisplayOut = ~8'b01111001;
			4'b1111: DisplayOut = ~8'b01110001;
			default: DisplayOut = ~8'b01101010;
		endcase
	end
endmodule
```

==> run summary <==
Entry: Yosys synthesis followed by OpenROAD place and route.

Status:
- The run finished, with violations left.
- The final reports fail on setup timing.

Final timing:
- The final max-slew violation count recorded for this run is 0.
- Based on the critical path, the design can be clocked at up to roughly 700 MHz.
- Setup repair after global routing could not meet its margin everywhere.
- The run puts the part of the cycle the worst path needs at 1.13.
- Counting I/O delays and the setup requirement, the final critical path takes approximately 1.5 ns.
- The run puts the count of final hold-check violations at 0.
- The run puts the number of endpoints failing setup at the final stage at 6.
- The run puts the worst path setup slack after routing at -0.163 ns.

Final layout:
- The run puts the share of cells above drive strength 1 at 0.717.
- The run puts the layout-stage area growth over the synthesis result at 136%.
- The finished cells cover around 630 um^2.
- In the layout the commonest cells are 11 x sky130_fd_sc_hd__buf_4, 8 x sky130_fd_sc_hd__buf_2, 5 x sky130_fd_sc_hd__ha_4, 5 x sky130_fd_sc_hd__buf_6, 3 x sky130_fd_sc_hd__nor2_2.
- The run gives the tally of clock buffers in the finished layout as 0.
- The run gives the most used logic cell in the final layout as sky130_fd_sc_hd__buf_4.
- The run gives the number of flip-flops and latches as 0.
- Summing all multi-input logic gate instances after layout gives 325 um^2.
- The run puts the final-layout fill cell count at about 370.
- Across the whole layout, storage elements account for 0 um^2.
- The finished layout holds approximately 110 standard cells, fillers aside.

Drt:
- In the log, the iteration count for the first detailed-route pass is 4.
- The run gives the antenna violation net count after detailed routing as 0.
- Per the detail_route report, the via count comes to roughly 320.
- The run puts the post-detailed-routing wire length at about 950 um.
- The run puts the post-detailed-route via-to-cell ratio at around 3.0.
- The script logs the mean routed wire length per placed instance as 9.00 um.
- The run gives the number of diodes added for antenna fixing as 0.
- The run gives the first-iteration detailed-routing DRC count as 12.
- The run puts the final routed DRC violation total at 0.

Place:
- According to the dpl log, the detail-placed design has an HPWL of about 730 um.
- The run puts the cell area after placement at between 400 and 500 um^2.
- OpenSTA, run right after detailed placement, puts the worst setup slack at -1.01 ns.
- The run puts the number of placed cells counting well taps at ~100.
- The run gives the weighted congestion at the end of routability-driven global placement as around 0.7.
- The run gives the count of port buffers added during placement as 11.

Floorplanning:
- According to the floorplan log, the row count is 21.
- The run puts the count of boundary I/O pins at 12.
- The vertical die dimension reported for this design is 80 um.
- The run puts the floorplan-stage core utilization at 0.0780.
- The run puts the chip width at 80 um.
- The die covers 0.00640 mm^2.
- The run gives the core box area as roughly 0.0034 mm^2.

Logic synthesis:
- For this design, Yosys synthesis ends with a cell count of 36.
- The run gives the count of yosys warnings during synthesis as 1.
- The run gives the library cell occupying the most area in the post-synthesis netlist as sky130_fd_sc_hd__ha_1.
- The share of the Yosys chip area taken by registers is 0.
- The run puts the mean instance size in the synthesized netlist at around 7.4 um^2.
- The run puts the distinct cell type count of the synthesized netlist at 21.
- Summing every instance area after synthesis gives ~270 um^2.
- The run gives the post-synth area from yosys stat as 267 um^2.
- The run gives the top cell type's share of synthesized area as 0.282.
- By area the synthesized netlist is led by sky130_fd_sc_hd__ha_1 28%, sky130_fd_sc_hd__mux2i_1 11%, sky130_fd_sc_hd__a22o_1 6.6%.
- The run puts the number of instances in the synthesized netlist at 36.

Flow run:
- The run puts the OpenROAD warning count at 39.
- The run puts the number of max-capacitance violations reported at 0.

Global routing:
- The run gives the global-route wire length before repair as roughly 1.7 mm.
- The number of antenna violations at the first check in global routing is 0.
- The run gives the remaining global-route overflow as 0.
- Overall routing resource usage recorded by global route was 0.0319.
- Entering global routing, the biggest net connects 6 pins.
- The run gives the via count of the first global-routing pass as 361.

Clock network:
- The run puts the hold-fix buffer count after cts at 0.

Power:
- The run gives the power consumption as ~180 uW.
- The run puts the worst-case vdd ir drop at roughly 0.041 mV.
- Total power normalized to cell area comes to 292 mW/mm^2.
- The run gives the leakage power total as roughly 0.28 nW.

Min path:
- The min-delay analysis places its worst path in the category in2out.
- The run gives the launch instance of the worst min-delay path as HexInput[1].
- The run gives the end of the worst hold path as DisplayOut[1].
- In the hold timing report, the worst path depth is 4.

Setup path:
- The run gives the critical path data required time as between 1 and 1.5 ns.
- The worst setup path is of the in2out kind.
- The run gives the critical path capture point type as an output port.
- The run puts the signal arrival time at the worst endpoint at ~1.2 ns.
- The run gives the sort of element at the start of the critical path as an input pin.
- The run gives the largest driver fanout on the critical path as 3.
[where the power goes]
group,leakage [nW],switching [mW],internal [mW],total (mW)
clock,0,0,0,0
sequential,0,0,0,0
combinational,0.276,0.0749,0.109,0.184
[how the worst max path moves through the flow]
stage	startpoint	to	depth (start not counted)
6_report	HexInput[1]	DisplayOut[6]	6
5_1_grt	HexInput[1]	DisplayOut[6]	6
4_1_cts	HexInput[1]	DisplayOut[0]	8
[stage by stage]
stage | utilization | hold WS [ns] | TNS (ns)
3_5_place_dp | 0.142 | 1.62 | -6.35
6_report | 0.184 | 0.968 | -0.501
5_1_grt | 0.184 | 1.01 | -0.827
3_3_place_gp | 0.142 | 1.63 | -6.26
2_1_floorplan | - | 0.620 | 0
4_1_cts | 0.181 | 0.975 | -0.596
[worst max-delay path: stages]
cell,delay (ns)
sky130_fd_sc_hd__buf_8,0.10
sky130_fd_sc_hd__buf_4,0.14
sky130_fd_sc_hd__ha_4,0.16
sky130_fd_sc_hd__mux2_2,0.25
sky130_fd_sc_hd__a22o_1,0.17
sky130_fd_sc_hd__buf_2,0.11
[routing by layer]
metal | part of all wire | vias to the layer above | GRT usage
met3 | 0.015 | 0 | 0.00114
met5 | 0 | - | 0
met1 | 0.41 | 143 | 0.0363
li1 | - | 171 | -
met2 | 0.58 | 3 | 0.0658
met4 | 0 | 0 | 0
[layout make-up]
class	instances	area share
inverters	3	0.0378
multi-input cells	30	0.517
well taps	46	0.0915
repair buffers	27	0.354
[kinds of logic after synthesis]
kind of cell,after synthesis,share of synthesized area
and+or+nand+nor,10,0.202
AOI/OAI and AO/OA,9,0.221
adders and majority gates,6,0.282
buffers and inverters,6,0.127
muxes,4,0.155
other,1,0.0141
[repair_timing]
| item | 4_1_cts | 5_1_grt |
|---|---|---|
| resized | 68 | 3 |
| setup endpoints to repair | 7 | 7 |
| pin swaps | 7 | 5 |
| gates cloned | 0 | 0 |
| endpoints found under the hold margin | 0 | 0 |
| buffers inserted | 6 | 0 |
[cells in the mapped netlist]
master	n
sky130_fd_sc_hd__clkbuf_1	1
sky130_fd_sc_hd__buf_4	1
sky130_fd_sc_hd__mux2i_1	3
sky130_fd_sc_hd__or3b_1	1
sky130_fd_sc_hd__nor2_1	3
sky130_fd_sc_hd__nand3_1	1
sky130_fd_sc_hd__a22o_1	2
sky130_fd_sc_hd__o21ai_0	3
sky130_fd_sc_hd__a21oi_1	1
sky130_fd_sc_hd__conb_1	1
sky130_fd_sc_hd__nand2_1	1
sky130_fd_sc_hd__mux2_2	1
sky130_fd_sc_hd__ha_1	6
sky130_fd_sc_hd__inv_1	3
sky130_fd_sc_hd__o21ai_1	1
sky130_fd_sc_hd__a32o_1	1
sky130_fd_sc_hd__nor2b_1	1
sky130_fd_sc_hd__o22ai_1	1
sky130_fd_sc_hd__nor2_2	1
sky130_fd_sc_hd__buf_6	1
sky130_fd_sc_hd__nand2b_1	2
Power and IR drop assume default switching activity.
